==> design/flow/design.v <==
`timescale 1ns / 1ps
`default_nettype none
module clock_divider(ClkOut, ClkIn);
    output wire [3:0] ClkOut;
    input wire ClkIn;  
    parameter n = 25;  
    reg [n:0] Count;  
    always@(posedge ClkIn)
        Count <= Count + 1;
    assign ClkOut[3:0] = Count[n:n-3];
endmodule
`timescale 1ns / 1ps
`default_nettype none
module half_adder(S, Cout, A, B);
    output wire S, Cout;
    input wire A, B;
    assign S = A ^ B;  
    assign Cout = A & B;  
endmodule
`timescale 1ns / 1ps
`default_nettype none
module top_level(LEDs, SWs, BTNs, FastClk);
    output wire [3:0] LEDs;
    input wire [1:0]SWs;
    input wire [1:0]BTNs;
    input wire FastClk;
    wire [3:0] Clocks;
    reg SlowClk;
    always@(*)  
        case(SWs)  
        2'b00: SlowClk = Clocks[0]; 
        2'b01: SlowClk = Clocks[1]; 
        2'b10: SlowClk = Clocks[2]; 
        2'b11: SlowClk = Clocks[3]; 
        endcase  
    up_counter UPC(
        .Count(LEDs[2:0]),
        .Carry2(LEDs[3]),
        .En(BTNs[0]),
        .Clk(SlowClk),
        .Rst(BTNs[1])
        );
    clock_divider clk_div0(
        .ClkOut(Clocks),
        .ClkIn(FastClk)
    );    
endmodule
`timescale 1ns / 1ps
`default_nettype none
module up_counter(Count, Carry2, En, Clk, Rst);
    output reg[2:0] Count;
    output wire Carry2;
    input wire En, Clk, Rst;
    wire [2:0] Carry, Sum;
    Threebit_counter UCI(Sum, Carry2, Count, En);
    always@(posedge Clk or posedge Rst)
        if(Rst)  
            Count <= 0;  
        else
            Count <= Sum;  
endmodule  
module Threebit_counter(Sum, Carry2, Count, En);
    input wire En;
    input wire [2:0]Count;
    output wire [2:0]Sum;
    output wire Carry2;
    wire [2:0] Carry;
    half_adder adder_1(Sum[0], Carry[0], En, Count[0]);
    half_adder adder_2(Sum[1], Carry[1], Carry[0], Count[1]);
    half_adder adder_3(Sum[2], Carry[2], Carry[1], Count[2]);
    assign Carry2 = Carry[2];  
endmodule  
==> design/flow/run.sh <==
#!/bin/bash
# OpenROAD 26Q1-2900-gdf79404cd8, Yosys 0.63+post, stock flow scripts
make -C /OpenROAD-flow-scripts/flow DESIGN_CONFIG=/design/flow/config.mk WORK_HOME=/design/flow/orfs finish
==> design/flow/config.mk <==
export PLATFORM = sky130hd
export DESIGN_NAME = top_level
export DESIGN_NICKNAME = top_level
export VERILOG_FILES = /design/flow/design.v
export SDC_FILE = /design/flow/constraint.sdc
export NUM_CORES = 4
export LEC_CHECK = 1
export CORE_AREA = 10 10 98 98
export DIE_AREA = 0 0 108 108
==> design/flow/constraint.sdc <==
current_design top_level

set clk_period 3.7
set clk_io_pct 0.2

create_clock -name clk0 -period $clk_period [get_ports {FastClk}]

set non_clock_inputs [all_inputs -no_clocks]
set_input_delay [expr $clk_period * $clk_io_pct] -clock clk0 $non_clock_inputs
set_output_delay [expr $clk_period * $clk_io_pct] -clock clk0 [all_outputs]
==> qor.txt <==
fraction of the cycle the final worst path needs: 0.764
half-perimeter wire length after detailed placement: 1220 µm
H-tree depth: 1
unrepaired setup endpoints after global routing: false
GR Overflow Total: 0
Layout area overhead: 19.7%
Distinct lib cells used: 17
clock slew at reported path FFs: 80 ps
wire length of the first global-routing pass: 2690 µm
worst path arrival time: 2090 ps
Post-synth seq share: 0.505
cell count listed in synth_stat.txt: 107
FMAX: 0.354 GHz
site row count: 32
clock power share: 0.379
number of fill cells: 820
sequential cell fraction of total power: 0.607
fraction of final layout cells sized beyond drive strength 1: 0.0870
result of the run: complete, no violations
All-Layer GR Usage: 0.0272
number of buffers inserted during clock tree synthesis: 3
post-synth tally of flip-flops with integrated enable: 0
number of gates resized after CTS: 0
max-slew violation total from the final report: 0
worst slew margin relative to its limit: 0.654
die boundary height: 108 µm
Adder Share, Synth: 0.0424
net switching share of the total power: 0.177
simple-gate share of the synthesized area: 0.217
Critical-path top delay cell: sky130_fd_sc_hd__clkdlybuf4s50_1
hold crit path type: flop to flop
mean post-synth cell area: 11.0 µm²
Cell Chain, Critical Path: clkdlybuf4s50_1 > ha_1 > ha_1 > ha_1 > clkdlybuf4s50_1
flop and latch count out of synthesis: 29
vias: 696
Setup Crit Path Kind: input port to output pin
yosys stat area: 1180 µm²
area of the die: 11700 µm²
Post-synth mux share: 0.0191
switching power of the nets: 0.0814 mW
dominant kind of combinational cell: simple AND/OR/NAND/NOR gates
first-pass detailed-route iteration total: 3
crit-path leading delay family: buffers and inverters
max-capacitance violation count: 0
number of instances in the synthesized netlist: 107
number of antenna diodes: 0
Final Skew: 2.72 ps
internal power: 0.379 mW
number of hold violations in the final report: 0
combined area of all synthesized cells: 1180 µm²
via count of the first global-routing pass: 587
fp_density: 0.154
cell mode on critical path: sky130_fd_sc_hd__ha_1
endpoint class of the critical path: output pin
CTS Hold Bufs: 0
source-to-sink clock delay at the later pin of the worst-skew pair: 260 ps
number of unconstrained endpoints: 6
routability-driven placement congestion ratio: 0.744
Sequential Area: 596 µm²
Async SR Flop Fraction: 0.103
Layout Cell Area excl Fill: 1410 µm²
combinational cell area excluding buffers and inverters: 539 µm²
Vias/cell: 3.21
CTS tree: done
maximum VDD drop: 0.000100 V
postcts setup bufs: 0
average wire per cell in the routed design: 7.19 µm
CP startpoint kind: input port
Post-Place Cell Area: 1360 µm²
CP bufs+invs: 2
Yosys warning count: 3
final core utilization: 0.185
register pins left without a clock: 3
static leakage power: 0.481 nW
count of antenna-violating nets left after detailed routing: 0
Top FF cell, synth: sky130_fd_sc_hd__dfxtp_1
xor/xnor cell area share of the yosys netlist: 0.178
initial antenna violation count: 0
Compound-Gate Fraction of Synth Area: 0
pin count of the biggest net entering global routing: 15
slew of the pin with the lowest slew margin: 515 ps
Tmin final: 2830 ps
number of design-rule violations left by the first detailed-router iteration: 12
total negative slack: 0 ps
clock root buffer: sky130_fd_sc_hd__clkbuf_8
crit path DRT: 2960 ps
tool warnings: 25
power share of the combinational group: 0.014
Die Width: 108 µm
wirelength, routed: 1560 µm
Crit Path Max Fanout: 1
number of buffer cells added on primary ports: 8
Critical Path Max Stage Delay: 400 ps
cell area power density: 326 nW/µm²
maximum clock insertion buffer count: 2
I/O pin cnt: 9
register-to-register path setup slack: 2050 ps
final tally of setup violations: 0
drt drc: 0
standard cell core area: 7650 µm²
==> per-layer routing <==
layer  up-vias  wire [µm]  global-route usage
met4         0          0            0.000954
met3         0        126              0.0120
li1        374          -                   -
met2        12        561              0.0353
met1       310        872              0.0422
met5         -          0                   0
==> state kept, by name, summed over array words and instances, names as in the netlist <==
register	cells
clk_div0.Count	26
UPC.Count	3
==> layout make-up <==
cell class / instances / share of cell area
multi-input combinational: 70 / 0.382
inverter: 4 / 0.0106
clock buffer: 4 / 0.0390
sequential: 29 / 0.422
timing repair buffer: 8 / 0.0567
tap: 102 / 0.0903
==> worst paths after layout <==
| path | from | end | cells past startpoint |
|---|---|---|---|
| hold reg to reg | clk_div0.Count[0] | clk_div0.Count[0] | 1 |
| setup reg to reg | clk_div0.Count[0] | clk_div0.Count[12] | 5 |
| setup / recovery | BTNs[0] | LEDs[3] | 5 |
| hold / removal | clk_div0.Count[0] | clk_div0.Count[0] | 1 |
==> power groups by stage <==
stage     Sequential, mW  Combinational (mW)  Clock (mW)
6_report           0.280             0.00627       0.175
5_1_grt            0.280             0.00674       0.196
4_1_cts            0.280             0.00641       0.185
==> cell usage after synthesis (3+ instances only) <==
cell | number | share of area
sky130_fd_sc_hd__and3_1 | 3 | 0.016
sky130_fd_sc_hd__buf_4 | 4 | 0.025
sky130_fd_sc_hd__dfrtp_1 | 3 | 0.064
sky130_fd_sc_hd__dfxtp_1 | 26 | 0.44
sky130_fd_sc_hd__ha_1 | 4 | 0.042
sky130_fd_sc_hd__inv_1 | 4 | 0.013
sky130_fd_sc_hd__nand2_1 | 9 | 0.029
sky130_fd_sc_hd__nand3_1 | 10 | 0.042
sky130_fd_sc_hd__nand4_1 | 5 | 0.027
sky130_fd_sc_hd__nor2_1 | 6 | 0.019
sky130_fd_sc_hd__nor3_1 | 3 | 0.013
sky130_fd_sc_hd__xnor2_1 | 18 | 0.13
sky130_fd_sc_hd__xor2_1 | 6 | 0.045
==> through the flow <==
step	hold WS (ps)	worst slack, ps	cells	power [mW]
3_3_place_gp	412	862	213	0.293
3_5_place_dp	421	864	213	0.293
2_1_floorplan	402	1600	107	0.288
5_1_grt	467	844	217	0.482
4_1_cts	442	861	217	0.471
6_report	439	874	217	0.460
==> placed cells by master, fill, tap and decap left out, drive strengths merged <==
master and n:
dfxtp 26, xnor2 18, nand3 11, nand2 9, clkdlybuf4s50 8, nand4 7
nor2 6, xor2 6, inv 4, ha 4, clkbuf 4, dfrtp 3
nor3 3, and3 3, nor4 2, mux4 1
==> cell families (layout without fill, tap and decap cells) <==
| family | count (synthesis) | after routing |
|---|---|---|
| buf+inv | 8 | 16 |
| fa+ha+maj | 4 | 4 |
| flops | 29 | 29 |
| xor+xnor | 24 | 24 |
| simple gates | 41 | 41 |
| mux | 1 | 1 |
Power is estimated from default activity; no workload was simulated.
