File: /design/flow/config.mk
export PLATFORM = sky130hd
export DESIGN_NAME = four_bit_alu
export DESIGN_NICKNAME = four_bit_alu
export VERILOG_FILES = /design/flow/design.v
export SDC_FILE = /design/flow/constraint.sdc
export NUM_CORES = 4
export LEC_CHECK = 1
export CORE_AREA = 10 10 70 70
export DIE_AREA = 0 0 80 80
File: /design/flow/design.v
`timescale 1ns / 1ps
`default_nettype none
module add_sub(Sum, Overflow, opA, opB, opSel);
    output wire [3:0] Sum;
    output wire Overflow;
    input wire [3:0] opA, opB;
    input wire opSel;
    wire [3:0] notB;
    wire c0, c1, c2, c3;
    assign notB[0] = opB[0] ^ opSel;
    assign notB[1] = opB[1] ^ opSel;  
    assign notB[2] = opB[2] ^ opSel;  
    assign notB[3] = opB[3] ^ opSel;  
    full_adder adder0(Sum[0],c0, opA[0], notB[0], opSel); 
    full_adder adder1(Sum[1],c1, opA[1], notB[1], c0);  
    full_adder adder2(Sum[2],c2, opA[2], notB[2], c1);  
    full_adder adder3(Sum[3],c3, opA[3], notB[3], c2);  
    assign Overflow = c3 ^ c2;  
endmodule
`timescale 1ns / 1ps
`default_nettype none
module four_bit_alu(Result, Overflow, opA, opB, ctrl);
    output wire [3:0] Result;
    output wire Overflow;
    input wire [3:0] opA, opB;
    input wire [1:0] ctrl;
    wire [3:0] andAB;
    wire [3:0] Sum;
    wire Overflow0;
    add_sub add_sub0(Sum, Overflow0, opA, opB, ctrl[1]);
    four_bit_mux four_bit_mux0(Result, andAB, Sum, ctrl[0]);
    assign andAB = opA & opB;
    assign Overflow = ctrl[0] * Overflow0;
endmodule
`timescale 1ns / 1ps
`default_nettype none
module four_bit_mux(Y, A, B, S);
    output wire [3:0] Y;  
    input wire [3:0] A,B;
    input wire S;
    two_one_mux MUX0(Y[0], A[0], B[0], S);
    two_one_mux MUX1(Y[1], A[1], B[1], S); 
    two_one_mux MUX2(Y[2], A[2], B[2], S);  
    two_one_mux MUX3(Y[3], A[3], B[3], S);  
endmodule
`timescale 1ns / 1ps
`default_nettype none
module full_adder(S, Cout, A, B, Cin);
    output wire S, Cout;
    input wire A, B, Cin;
    wire andAB, andBCin, andACin;
    assign S = A ^ B ^ Cin;
    assign andAB = A & B;
    assign andBCin = B & Cin;
    assign andACin = A & Cin;
    assign Cout = andAB | andBCin | andACin;
endmodule
`timescale 1ns / 1ps
`default_nettype none
module two_one_mux(Y,A,B,S);
output reg Y;  
input wire A,B,S;  
always@(A or B or S) 
  begin
    if (S == 1'b0)
        Y = A;
    else
        Y = B;
  end
endmodule  
File: /design/flow/constraint.sdc
current_design four_bit_alu

set clk_period 2.5
set clk_io_pct 0.2

create_clock -name clk0 -period $clk_period

set non_clock_inputs [all_inputs -no_clocks]
set_input_delay [expr $clk_period * $clk_io_pct] -clock clk0 $non_clock_inputs
set_output_delay [expr $clk_period * $clk_io_pct] -clock clk0 [all_outputs]
File: /design/flow/run.sh
#!/bin/bash
# OpenROAD 26Q1-2900-gdf79404cd8, Yosys 0.63+post, stock flow scripts
make -C /OpenROAD-flow-scripts/flow DESIGN_CONFIG=/design/flow/config.mk WORK_HOME=/design/flow/orfs finish
==> summary.txt <==
Outcome = finished with violations
Violated checks = setup timing
Switching power = 31.2 uW
Detail Route Antenna Nets = 0
Critical path launch point = opB[0]
# Max-Cap Violations = 0
Die area = 6400 sq um
Worst Path Max Fanout = 3
Clock power frac = 0%
Starting DRT DRC Count = 3
Flop area = 0 sq um
Log Warnings = 34
Slew of the pin with the lowest slew margin = 0.234 ns
WS Path Type = primary input to output port
Yosys warns = 1
Internal Power = 50.7 uW
Number of standard cells reported by yosys = 26
Sw Share = 38.1%
Die Y-Extent = 80 um
Area delta synth->final = 88.3%
HP Start = opB[1]
CTS Hold Bufs = 0
Vias in the first global route = 231
Antenna violations before repair = 0
Tot GR Track Use = 2.24%
Final Max-Slew Violation Tally = 0
Final hold slack = 1.44 ns
CP peak stage delay = 0.38 ns
Seq pwr share = 0%
Unrepaired setup endpoints after global routing = true
Post-route setup slack = -0.0396 ns
Die width = 80 um
Boundary Pins = 15
FP Util = 6.56%
Largest net degree at the start of global routing = 6
# diodes = 0
Core Region = 3420 sq um
Comb power frac = 100.0%
Grt ovf = 0
Final Cycle Share = 102%
Final core occ = 12.3%
Gp weighted congestion = 0.783
Crit path DRT = 2.00 ns
Share of post-route cells with drive strength above 1 = 43.6%
Hold Path Class = primary input to output port
DR vias = 219
Num rows = 21
Chip area line of the yosys report = 224 sq um
Seq share, synth = 0%
CP Launch Type = primary input
Final Setup Violations = 2
Cells after Synth = 26
Worst-path cell with the longest stage delay = fa_2
Hold Vio Cnt, Final = 0
CLK BUF = 0
F_max = 0.394 GHz
Critical path cell sequence = buf_8, mux2_4, fa_2, fa_2, nand3b_1, o41ai_2, buf_2
Power Dens Cells = 194 nW/um^2
Vias/cell = 2.58
Max rail drop VDD = 0.0306 mV
Setup bufs post-CTS = 0
Post-DP HPWL = 632 um
Most frequent CP cell = fa_2
Remaining DRCs = 0
WL/cell = 8.65 um
Num sequential = 0
Post-synth cell types = 12
First-pass GRT wire length = 1.18 mm
Drt total wl = 735 um
WP data arrival = 2.04 ns
Crit end category = output port
Max-slew headroom = 84.2%
Syn Area/Cell = 8.61 sq um
Minimum clock period = 2.54 ns
Mapped cell area = 224 sq um
Fill cell count = 389
Dpl ws = -0.927 ns
Buffers on Ports = 15
First drt pass iteration count = 3
Setup TNS = -0.0581 ns
Leak pwr = 0.000179 uW
Total Power = 82.0 uW
power by group through the flow:
stage	clock network, uW	registers, uW	logic (uW)
4_1_cts	0	0	76.7
5_1_grt	0	0	95.8
6_report	0	0	82.0
Yosys cell counts:
| library cell | count | area [sq um] |
|---|---|---|
| o41ai_2 | 1 | 16.3 |
| ha_1 | 2 | 25.0 |
| buf_2 | 1 | 5.00 |
| mux2i_1 | 1 | 10.0 |
| xnor2_1 | 1 | 8.76 |
| o21ai_0 | 2 | 10.0 |
| fa_1 | 2 | 40.0 |
| buf_4 | 4 | 30.0 |
| xor2_1 | 3 | 26.3 |
| mux2_2 | 2 | 22.5 |
| nand3b_1 | 1 | 7.51 |
| nand2_1 | 6 | 22.5 |
layout make-up:
type	count	area (sq um)	area share, %
multi-input cells	21	213	50.4
repair buffers	18	151	35.9
well taps	46	57.6	13.6
per-layer routing:
metal  up-vias  track usage, %  wire length [um]
met3         0            2.61               187
li1        112               -                 -
met1        92            2.98               372
met5         -               0                 0
met4         0               0                 0
met2        15            2.33               175
final timing paths:
kind   endpoint  slack (ns)  cells past startpoint
max    Overflow       -0.04                      7
min   Result[1]        1.44                      4
metrics by stage:
| step | cell area [sq um] | instances |
|---|---|---|
| 6_report | 422 | 85 |
| 3_5_place_dp | 419 | 85 |
| 4_1_cts | 407 | 85 |
| 2_1_floorplan | 224 | 26 |
| 3_3_place_gp | 419 | 85 |
| 5_1_grt | 422 | 85 |
critical path, delay by kind of cell:
kind | cells | cell delay [ns]
buffers and inverters | 2 | 0.25
adder cells (fa/ha/maj) | 2 | 0.74
AND-OR/OR-AND | 1 | 0.07
multiplexers | 1 | 0.30
AND/OR/NAND/NOR | 1 | 0.19
layout by cell type (no fill, tap or decap):
| cell | netlist | final |
|---|---|---|
| xor2_2 | 0 | 1 |
| xnor2_2 | 0 | 1 |
| buf_2 | 1 | 4 |
| nand2_1 | 6 | 6 |
| clkdlybuf4s50_1 | 0 | 6 |
| o21ai_1 | 0 | 1 |
| ha_1 | 2 | 2 |
| o21ai_0 | 2 | 1 |
| dlygate4sd2_1 | 0 | 2 |
| buf_8 | 0 | 1 |
| nand3b_1 | 1 | 1 |
| clkbuf_2 | 0 | 1 |
| o41ai_2 | 1 | 1 |
| xor2_1 | 3 | 2 |
| mux2_2 | 2 | 1 |
| mux2_4 | 0 | 1 |
| mux2i_1 | 1 | 1 |
| buf_4 | 4 | 3 |
| buf_6 | 0 | 1 |
| fa_2 | 0 | 2 |
cells by family after synthesis:
logic type / Yosys count / synth area share [%]
compound gates: 3 / 11.7
buf+inv: 5 / 15.6
mux: 3 / 14.5
fa+ha+maj: 4 / 29.0
xor+xnor: 4 / 15.6
simple gates: 7 / 13.4
timing repair:
action                                  4_1_cts  5_1_grt
cloned                                        0        0
pin swaps                                     4        2
endpoints found under the setup margin        4        3
gates resized                                32        5
Power is estimated from default activity; no workload was simulated.
