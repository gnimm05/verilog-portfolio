`./config.mk`:
```
export PLATFORM = sky130hd
export DESIGN_NAME = tlc_fsm
export DESIGN_NICKNAME = tlc_fsm
export VERILOG_FILES = /design/flow/design.v
export SDC_FILE = /design/flow/constraint.sdc
export NUM_CORES = 4
export LEC_CHECK = 1
export CORE_AREA = 10 10 71 71
export DIE_AREA = 0 0 81 81
```
`./constraint.sdc`:
```
current_design tlc_fsm

set clk_period 4.9
set clk_io_pct 0.2

create_clock -name clk0 -period $clk_period [get_ports {Clk}]

set non_clock_inputs [all_inputs -no_clocks]
set_input_delay [expr $clk_period * $clk_io_pct] -clock clk0 $non_clock_inputs
set_output_delay [expr $clk_period * $clk_io_pct] -clock clk0 [all_outputs]
```
`./design.v`:
```
`timescale 1ns/1ps 
`default_nettype none
module tlc_fsm (
    output reg [2:0] state,   
    output reg RstCount,   
    output reg [1:0] highwaySignal,  
    output reg [1:0] farmSignal,   
    input wire [n-1:0] Count,  
    input wire Clk,   
    input wire Rst,    
    input wire farmSensor
);
    parameter n = 31; 
    parameter Srst = 3'b111,  
              s0   = 3'b000,  
              s1   = 3'b001,  
              s2   = 3'b010,  
              s3   = 3'b011,  
              s4   = 3'b100,  
              s5   = 3'b101;  
    parameter red = 2'b01,  
              yel = 2'b10,
              grn = 2'b11;
    reg [2:0] nextState;
    parameter sec1  = 50000000;
    parameter sec3  = sec1 * 3;
    parameter sec15 = sec1 * 15;
    parameter sec30 = sec1 * 30;
    always @(*) begin
        nextState = state;  
        RstCount = 1'b0;    
        case (state)
            Srst: begin
                highwaySignal = red;
                farmSignal = red;
                RstCount = 1'b1;  
                nextState = s0;
                end
            s0: begin
                highwaySignal = red;
                farmSignal = red;
                if (Count == sec1) begin 
                    nextState = s1;
                    RstCount = 1'b1;  
                end
            end
            s1: begin
                highwaySignal = grn;
                farmSignal = red;
                if (Count == sec30) begin
                    if (farmSensor == 1'b1) begin  
                        nextState = s2;
                        RstCount = 1'b1;  
                    end
                end
           end
            s2: begin
                highwaySignal = yel;
                farmSignal = red;
                if (Count == sec3) begin
                    nextState = s3;
                    RstCount = 1'b1;  
                end
           end
            s3: begin
                highwaySignal = red;
                farmSignal = red;
                if (Count == sec1) begin
                    nextState = s4;
                    RstCount = 1'b1;  
                end
           end
            s4: begin
                highwaySignal = red;
                farmSignal = grn;
                if ((Count >= sec3 && farmSensor == 1'b0) || Count == (sec15+sec3)) begin 
                    nextState = s5;
                    RstCount = 1'b1;  
                end
           end
            s5: begin
                highwaySignal = red;
                farmSignal = yel;
                if (Count == sec3) begin
                    nextState = s0;
                    RstCount = 1'b1;  
                end
           end
            default: begin
                highwaySignal = red;  
                farmSignal = red;
                nextState = s0;     
                RstCount = 1'b1;    
            end
        endcase
    end
    always @(posedge Clk) begin 
        if (Rst) begin
            state <= Srst;  
        end else begin
            state <= nextState;  
        end
    end
endmodule
```
`./run.sh`:
```
#!/bin/bash
# OpenROAD 26Q1-2900-gdf79404cd8, Yosys 0.63+post, stock flow scripts
make -C /OpenROAD-flow-scripts/flow DESIGN_CONFIG=/design/flow/config.mk WORK_HOME=/design/flow/orfs finish
```
==> ci_impl_report.md <==
## Implementation flow summary

| Metric | Value |
|---|---|
| Largest net degree at the start of global routing | 15 |
| Core Util, Final | 0.3023 |
| Fin Clk Skew | 0.0002377 ns |
| GRT overflow | 0 |
| Area delta synth->final | 86.02% |
| Die X | 81 µm |
| Placed Cells | between 150 and 200 |
| Antenna viol nets, final | 0 |
| Max reg flops | 3 |
| Final instance area | 1099 µm² |
| Hold Buf Count CTS | 0 |
| Latency at later pin | 0.22 ns |
| Die height | between 80 and 90 µm |
| DR iter-0 viols | 45 |
| Peak supply drop | 0.04611 mV |
| Clock-pin slew on the worst setup and hold paths | approximately 0.030 ns |
| CTS tree | done |
| Residual DRC | 0 |
| CTS Buf Count | 3 |
| Clock share of power | 0.418 |
| Worst-path maximum fanout | 5 |
| Final period utilization | 0.8776 |
| Post_cts resized | 0 |
| Leakage power | 0.3710 nW |
| Power Internal | 127.1 µW |
| Input/output buffers | 41 |
| N_diodes | 0 |
| FP Core Util | 0.1625 |
| CTS H-Tree Depth | 1 |
| FF-to-FF path depth | 6 |
| Critical Path Start Type | primary input |
| # Cells Yosys | 78 |
| CORE AREA | approximately 3600 µm² |
| Sum of negative setup slack | 0 ns |
| Initial antenna violation count | 0 |
| Post-synth area hogs | dfxtp_1 10%, nor4bb_1 10%, nor4_1 6.4%, a21oi_1 5.1%, nor2_1 4.4% |
| DR pass1 iterations | 4 |
| GR Util All Layers | 0.07379 |
| Share of layout cells above drive strength 1 | 0.07377 |
| Vias in the first global route | 920 |
| Synth area leader | dfxtp_1 |
| Logic pwr share | 0.391 |
| Vias post-DR | approximately 810 |
| Routed vias/inst | ~4.8 |
| Cell area after synthesis | 590.6 µm² |
| Final Non-Filler Cells | 170 |
| Setup CP Type | in -> out |
| Setup Fix Bufs, Post-CTS | 0 |
| Ports | between 40 and 50 |
| Min-Delay Path Class | reg -> reg |
| Slew Limit Fails | 0 |
| CTS Root Cell | clkbuf_8 |
| Crit path DRT | 3.92 ns |
| YS warnings | 1 |
| Reg2reg setup slack | 3.27 ns |
| Largest registers | state (3) |
| F_max | 232.5 MHz |
| Post-Syn Instances | 78 |
| Die area | 6561 µm² |
| CP endpoint kind | primary output |
| Final hold violation count | 0 |
| First-pass GRT wire length | approximately 4000 µm |
| Worst-Margin Slew | slightly below 0.5 ns |
| Net switching fraction of the power | 0.2657 |
| OpenROAD warnings | 25 |
| Minimum clock period | 4.300 ns |
| Hpwl dp | 2057 µm |
| Syn Area/Cell | 7.571 µm² |
| Slew HR | 0.6731 |
| Synthesis area per yosys | between 500 and 600 µm² |
| RSZ-0062 raised after global routing | false |
| Max-area cell share | 0.1017 |
| Post-Route WL | 2378 µm |
| Psw | approximately 46 µW |
| Post-synth seq share | 0.1017 |
| CP Data Arrival Time | 3.32 ns |
| Wire per inst | roughly 14 µm |
| Biggest register | state |
| Setup violators final | 0 |
| Placement-stage cell area | 1054 µm² |
| Rows | 22 |
| CTS max path bufs | 2 |
| Tot Pwr | around 170 µW |
| Hold WS | 0.5747 ns |
| Final worst-path setup slack | 0.5997 ns |
| Post-placement setup slack | between 0.6 and 0.7 ns |
| Synth cell types | 34 |
| Number of max-cap violations | 0 |
| Status | finished, final reports clean |
| RePlAce Congestion | roughly 0.9 |
| Flops out of synthesis | 3 |
| Pwr Density | between 150 and 200 nW/µm² |
| Sequential fraction of design power | 0.191 |
| CTS Sinks | 3 |
| WHS Path Cells | 2 |
==> final timing paths <==
| check | from | to |
|---|---|---|
| min reg2reg | state[1]$_SDFFE_PP1P_ | state[2]$_SDFFE_PP1P_ |
| max reg2reg | state[1]$_SDFFE_PP1P_ | state[0]$_SDFFE_PP1P_ |
| max | Count[26] | RstCount |
| min | state[1]$_SDFFE_PP1P_ | state[2]$_SDFFE_PP1P_ |
==> final cells by class <==
| class | count | area [µm²] |
|---|---|---|
| multi-input combinational | 71 | 511.7 |
| inverter | 3 | 11.26 |
| fill | 389 | 2535 |
| timing repair buffer | 41 | 410.4 |
| tap | 48 | 60.06 |
| clock buffer | 4 | 45.04 |
| sequential | 3 | 60.06 |
==> per-layer routing <==
metal | vias up | global-route usage | share of wire
li1 | 412 | - | -
met1 | 375 | 0.08251 | 0.40
met2 | 26 | 0.1369 | 0.53
met3 | 0 | 0.02004 | 0.068
met4 | 0 | 0.01384 | 0
met5 | - | 0 | 0
==> cell usage in the layout, fill, tap and decap left out, drive strengths merged, types with 3 or more instances in the layout <==
cell type,n
a21oi,6
nor4bb,6
o211ai,3
nand3,3
nor3,5
o21ai,3
nor2,7
clkdlybuf4s50,41
nand4,5
dfxtp,3
nand2,5
inv,3
clkbuf,4
nor4,9
==> kinds of logic after synthesis <==
| group | Yosys count | share of synthesized area |
|---|---|---|
| compound gates | 18 | 0.1928 |
| buf+inv | 4 | 0.03178 |
| xor+xnor | 1 | 0.01483 |
| simple gates | 50 | 0.6229 |
| mux | 2 | 0.03602 |
| flops | 3 | 0.1017 |
==> Yosys cell counts <==
library cell	count
mux2i_1	1
nand2_2	1
nand4bb_1	1
a211oi_1	2
nor4_2	2
nor3_1	5
mux2_1	1
nor4bb_1	6
nand4b_1	2
nor4_4	1
nor2b_1	1
inv_1	3
a21oi_1	6
nand4_1	4
dfxtp_1	3
o21bai_1	1
o21ai_1	1
nand4_2	1
nor4b_4	1
a31oi_1	1
nor2_1	7
o22a_1	1
or3_1	2
o211ai_1	3
nand3_1	3
o221ai_1	1
and4bb_1	1
o21ai_0	2
xnor2_1	1
and4_1	1
buf_4	1
nor4_1	6
nand2_1	4
or2_1	1
==> worst max-delay path: stages <==
cell,delay (ns)
clkdlybuf4s50_1,0.50
nor4b_4,0.33
nand4_2,0.19
nor4_4,0.41
a21oi_1,0.12
o22a_1,0.20
o211ai_1,0.08
clkdlybuf4s50_1,0.50
==> power groups by stage <==
stage                 logic (mW)  clock network (mW)  registers [mW]
after CTS                 0.0681              0.0737          0.0331
after global routing      0.0737              0.0777          0.0338
final                     0.0676              0.0723          0.0331
No activity file was given, so power comes from the tool's default toggle rates.
